[flow/design.v]
`timescale 1ns / 1ps
module Vending_Machine(
    input clk,
    input reset,
    input quarter,
    input dollar,
    input [3:0] select,  
    input buy,           
    input [3:0] load,        
    output reg [11:0] money = 0,     
    output reg[3:0] products = 0,   
    output reg [3:0] out_of_stock = 0    
    );
    reg quarter_prev, dollar_prev;  
    reg buy_prev;   
    reg [3:0] stock0 = 4'b1111;  
    reg [3:0] stock1 = 4'b1111;  
    reg [3:0] stock2 = 4'b1111;  
    reg [3:0] stock3 = 4'b1111;  
    always@(posedge clk)
    begin
    quarter_prev<=quarter;
    dollar_prev<=dollar;
    buy_prev<=buy;  
    if(reset==1)     
        money<=1'b0;
    else if(quarter_prev==1'b0 && quarter==1'b1)  
        money<=money+12'd25;     
    else if(dollar_prev==1'b0 && dollar==1'b1)  
        money<=money+12'd100;     
    else if( buy_prev==1'b0 && buy==1'b1)  
    case(select)
    4'b0001:
    if (money>=12'd25 && stock0>0)  
    begin
        products[0] <=1'b1;  
        stock0 <=stock0-1'b1;  
        money<=money-12'd25;   
    end
    4'b0010:
    if (money>=12'd75 && stock1>0)  
    begin
        products[1] <=1'b1;  
        stock1 <=stock1-1'b1;  
        money<=money-12'd75;   
    end
    4'b0100:
    if (money>=12'd150 && stock2>0)  
    begin
        products[2] <= 1'b1;  
        stock2 <= stock2-1'b1;  
        money <= money-12'd150;   
    end
    4'b1000:
    if (money>=12'd200 && stock3>0)  
    begin
        products[3] <=1'b1;  
        stock3 <=stock3-1'b1;  
        money<=money-12'd200;   
    end
    endcase
    else if (buy_prev==1'b1 && buy==1'b0)  
    begin
    products [0] <= 1'b0;
    products [1] <= 1'b0;
    products [2] <= 1'b0;
    products [3] <= 1'b0;
    end
    else begin
    if (stock0==4'b0000)
    out_of_stock[0] <= 1'b1;
    else out_of_stock[0] <= 1'b0;
    if (stock1==4'b0000)
    out_of_stock[1] <= 1'b1;
    else out_of_stock[1] <= 1'b0;
    if (stock2==4'b0000)
    out_of_stock[2] <= 1'b1;
    else out_of_stock[2] <= 1'b0;
    if (stock3==4'b0000)
    out_of_stock[3] <= 1'b1;
    else out_of_stock[3] <= 1'b0;
    case(load)
    4'b0001: stock0 <=4'b1111;
    4'b0010: stock1 <=4'b1111;
    4'b0100: stock2 <=4'b1111;
    4'b1000: stock3 <=4'b1111;
    endcase
    end
    end
endmodule
[flow/constraint.sdc]
current_design Vending_Machine

set clk_period 4.5
set clk_io_pct 0.2

create_clock -name clk0 -period $clk_period [get_ports {clk}]

set non_clock_inputs [all_inputs -no_clocks]
set_input_delay [expr $clk_period * $clk_io_pct] -clock clk0 $non_clock_inputs
set_output_delay [expr $clk_period * $clk_io_pct] -clock clk0 [all_outputs]
[flow/run.sh]
#!/bin/bash
# OpenROAD 26Q1-2900-gdf79404cd8, Yosys 0.63+post, stock flow scripts
make -C /OpenROAD-flow-scripts/flow DESIGN_CONFIG=/design/flow/config.mk WORK_HOME=/design/flow/orfs finish
[flow/config.mk]
export PLATFORM = sky130hd
export DESIGN_NAME = Vending_Machine
export DESIGN_NICKNAME = Vending_Machine
export VERILOG_FILES = /design/flow/design.v
export SDC_FILE = /design/flow/constraint.sdc
export NUM_CORES = 4
export LEC_CHECK = 1
export CORE_UTILIZATION = 40
==> notes.org <==
* Implementation run

** Run status
- Outcome :: complete, no violations

** Logic synthesis
- Share of the synthesized area in the top cell type :: around a fifth
- By count the netlist is led by 39 x nand2_1, 36 x a21oi_1, 27 x nor2_1.
- Netlist Area Pre-Place :: 3493 um^2
- The cell type that accounts for the most area after synthesis is edfxtp_1.
- Number of cells in the yosys synthesis report :: slightly above 400
- Number of flip-flops and latches in the synthesized netlist :: 39
- In the post-synthesis netlist, the biggest area contributors are edfxtp_1 21%, dfxtp_1 8.6%, ha_1 8.2%.
- Flip-flops with a built-in enable :: 24
- Number of warnings printed during yosys synthesis :: 1
- Tally of unique sky130hd cells used after synthesis :: slightly below 70
- Yosys-reported design area after synthesis :: about 3500 um^2
- Per the synth stats, the flop cell with the highest instance count is edfxtp_1.
- Gate Count Post-Synth :: 414
- Sequential elements use between 20% and 30% of the synthesized area.
- The average instance in the mapped netlist occupies about 8.4 um^2.
- Async SR Flop Fraction :: 0%
- Most used standard cell by instance count after synthesis :: nand2_1

** STA
- Number of endpoints failing setup at the final stage :: 0
- For reference, the final report shows the max-slew violation count at 0.
- Fin crit share :: 76.41%
- Final total negative setup slack :: 0 ns
- RSZ-0062 raised after global routing :: false
- Achievable clock frequency :: around 290 MHz
- Total count of hold-check failures in the final report :: 0
- Rel. slew slack :: 45.38%
- The smallest clock period supported by the final layout is computed as ~3.4 ns.
- Largest clock skew in the final design :: ~0.0070 ns
- Slew of the pin with the lowest slew margin :: ~0.81 ns

** Worst setup path
- The worst register-to-register path ends at money[3]$_SDFFE_PP0P_.
- Maximum net fanout on the critical path :: 13
- On the worst path, the slowest cell contributes a delay of 0.75 ns.
- Required time reported for the critical path endpoint :: 4.71 ns
- For reference, the critical path cell chain is ha_1, a211o_1, a311oi_2, a31oi_1, o221ai_2, o31ai_2, a21oi_1, a2111oi_4.
- Among all stages on the critical path, the largest delay is contributed by o31ai_2.
- According to the timing report, the arrival time at the worst endpoint equals 3.65 ns.
- Startpoint of the worst-slack reg-to-reg timing path :: money[3]$_SDFFE_PP0P_
- STA classifies the critical path startpoint as a register.
- The script reports the combined buffer and inverter count of the critical path as 0.
- Crit Path Class :: register to register
- Setup slack on the worst reg-to-reg path comes out at 1.06 ns.
- For the worst flop-to-flop path, the logic depth is 8.
- Grouping stages by cell kind, the critical path spends the most delay in AND-OR/OR-AND gates.
- STA classifies the critical path endpoint as a register.

** Power and ir drop
- Power per unit of standard cell area :: 294.8 nW/um^2
- Maximum resistive drop on vdd :: 0.1743 mV
- Static power due to leakage :: between 1 and 1.5 nW
- Power, Total :: approximately 1.2 mW

** Clocking
- The number of setup buffers added after CTS is 0.
- TritonCTS built the clock tree.
- In this run, post-CTS hold repair placed 0 buffers.
- The root buffer cell chosen for the clock tree is clkbuf_8.
- Worst-skew pair later-pin latency :: 0.30 ns
- The clock H-tree reported by CTS has 2 levels.
- On the worst setup and hold paths after CTS, the clock-pin slew comes to roughly 0.080 ns.
- Sinks on Clock Net :: 39
- CTS Buffer Depth :: 2
- Number of buffers created by CTS :: 5
- The number of gates resized after CTS was 0.

** Placement
- Number of cells after detailed placement :: ~530
- Area of placed instances :: ~3900 um^2
- Input and output buffers added on the ports amount to 32.
- Half-perimeter wire length after detailed placement :: just over 7 mm
- The placement summary gives the final routability congestion estimate as roughly 0.96.

** Route
- Via total after detailed routing :: approximately 3,400
- For this block, the initial DRC count from the detailed router was between 200 and 250.
- Summed over all layers, the routed wires come to 10.19 mm.
- Final antenna-violating net count :: 0
- Vias per inst :: between 6 and 7
- Dividing the detail-routed wire length by the instance count gives roughly 19 um.
- Post-route DRC :: 0
- Iteration count of the initial detailed-routing pass :: 5
- Number of antenna cells inserted :: 0

** Job
- Max-cap violations in this run came to 0.
- The number of warnings reported in the stage logs is ~40.

** Hold path
- Note that the worst hold path type here is register to register.
- Along the worst hold path, the cell count comes to 1.
- For hold timing, the worst endpoint is stock3[0]$_SDFFCE_PN1P_.
- Min-Delay Startpoint :: stock3[0]$_SDFFCE_PN1P_

** Global route
- Entering global routing, the biggest net connects 32 pins.
- The number of antenna violations at the first check in global routing was 0.
- The total overflow left after global routing is 0.
- The via count of the first global-routing pass is ~3,100.
- Overall track demand over capacity in global routing :: 24.34%
- The first global-routing pass estimated about 16 mm of wire.

** Cells and area
- Synthesis-to-finish area growth :: 14.97%
- Fill count :: between 700 and 800
- Final Cell Area :: ~4000 um^2
- Non-filler cells in the finished layout :: ~540
- Utilization after layout :: about half
- Share of final-layout standard cells stronger than drive strength 1 :: 9.633%

** Floorplanning
- Die height :: approximately 95 um
- Std-Cell Rows :: 33
- According to the floorplan report, the total die area is 9111 um^2.
- The floorplan step set the die width to roughly 95 um.
- Top Ports :: 33
- The core region is roughly 8300 um^2.
- Init Core Util :: a little over two fifths
## flip-flops by register name, summed over array words and instances, names as in the netlist, 4 cells and up
register,flops
stock3,4
stock0,4
stock1,4
out_of_stock,4
products,4
money,12
stock2,4
## cell type report
cell class	instances	area, um^2	share of cell area (%)
repair buffers	48	440.4	10.97
inverters	22	82.58	2.056
well taps	105	131.4	3.271
flip-flops and latches	39	1021	25.42
clock inverters	3	43.79	1.090
multi-input cells	319	2228	55.48
clock buffers	5	68.82	1.713
## worst reg2reg max path, cell delays in order (launching register included)
cell	delay (ns)
dfxtp_1	0.69
ha_1	0.38
a211o_1	0.39
a311oi_2	0.14
a31oi_1	0.30
o221ai_2	0.19
o31ai_2	0.75
a21oi_1	0.22
a2111oi_4	0.30
## layout by cell type, fill, tap and decap left out, drive strengths merged, types with 3 or more instances in the layout
master,count
nand2,39
a21oi,36
clkdlybuf4s50,32
nor2,27
edfxtp,24
ha,23
inv,22
xnor2,21
o21ai,20
buf,16
nor3,16
dfxtp,15
a31oi,14
nand3,10
a211oi,10
nor4b,8
a221oi,6
o31ai,6
nor2b,5
nand2b,5
clkbuf,5
a311oi,5
o22ai,4
and3,4
o32ai,4
a22oi,3
nor3b,3
o311ai,3
a21o,3
o211ai,3
o21a,3
or3,3
or4b,3
mux2,3
o221ai,3
## where the power goes
group	leakage (nW)	internal (mW)	total [mW]	switching, mW
Clock	0.0581	0.165	0.307	0.142
Combinational	0.992	0.188	0.440	0.252
Sequential	0.344	0.398	0.437	0.0398
Total	1.39	0.751	1.18	0.433
## how the worst max path moves through the flow
stage	from	end	slack, ns	cells after the start
6_report	money[3]$_SDFFE_PP0P_	money[3]$_SDFFE_PP0P_	1.06	8
4_1_cts	select[3]	money[3]$_SDFFE_PP0P_	1.14	7
5_1_grt	select[3]	money[8]$_SDFFE_PP0P_	0.93	9
## per-stage QoR
| step | setup slack (ns) | hold slack [ns] |
|---|---|---|
| 6_report | 1.062 | 0.5828 |
| 5_1_grt | 0.9288 | 0.5995 |
| 4_1_cts | 1.138 | 0.5886 |
| 3_5_place_dp | 0.8527 | 0.5679 |
| 3_3_place_gp | 0.8976 | 0.5671 |
| 2_1_floorplan | 1.488 | 0.5447 |
## per-layer routing
layer | vias to the layer above | share of wire [%] | global-route usage [%]
met5 | - | 0 | 0
met2 | 206 | 42 | 34.82
met3 | 38 | 10 | 5.758
li1 | 1595 | - | -
met4 | 0 | 3.8 | 7.463
met1 | 1579 | 44 | 37.25
## cell families (layout without fill, tap and decap cells)
group / count (synthesis) / after routing / synth area share, %
compound gates: 140 / 140 / 29.12
xor+xnor: 21 / 21 / 5.265
fa+ha+maj: 23 / 23 / 8.238
buf+inv: 56 / 78 / 6.984
flops: 39 / 39 / 29.23
mux: 5 / 5 / 1.540
simple gates: 130 / 130 / 19.63
No activity file was given, so power comes from the tool's default toggle rates.
